<file path="./config.mk">
export PLATFORM = sky130hd
export DESIGN_NAME = folding_2
export DESIGN_NICKNAME = folding_2
export VERILOG_FILES = /design/flow/design.v
export SDC_FILE = /design/flow/constraint.sdc
export NUM_CORES = 4
export LEC_CHECK = 1
export CORE_UTILIZATION = 40
</file>
<file path="./constraint.sdc">
current_design folding_2

set clk_period 9.4
set clk_io_pct 0.2

create_clock -name clk0 -period $clk_period [get_ports {clk}]

set non_clock_inputs [all_inputs -no_clocks]
set_input_delay [expr $clk_period * $clk_io_pct] -clock clk0 $non_clock_inputs
set_output_delay [expr $clk_period * $clk_io_pct] -clock clk0 [all_outputs]
</file>
<file path="./design.v">
`timescale 1ns / 1ps
`timescale 1ns / 1ps
module folding_2(Xn,Yn,a,b,clk,switch,rst);
parameter n=16;
input [n-1:0]Xn,a,b;
input clk,switch,rst;
output reg [n-1:0]Yn;
wire signed [n-1:0]w[1:15];
mult_16X16 M(w[14],w[9],w[10]);       
ripplemod add( w[1],w[15], 0, w[2], );  
mux u1(w[12],Xn,w[1],switch);
mux u2(w[13],w[3],w[15],switch);
mux u3(w[5],w[8],w[9],switch);
mux u4(a,b,w[14],switch);
delay d1(w[2],w[3],clk,rst);
delay d2(w[3],w[4],clk,rst);
delay d3(w[4],w[5],clk,rst);
delay d4(w[5],w[6],clk,rst);
delay d5(w[6],w[7],clk,rst);
delay d6(w[7],w[8],clk,rst);
delay d7(w[10],w[11],clk,rst);
delay d8(w[11],w[12],clk,rst); 
delay d9(w[12],w[13],clk,rst);
always@(posedge clk)
if(switch==0)
 Yn=w[3];
endmodule
module fulladd(a, b, cin, sum, cout);
input a,b,cin;
output sum,cout;
assign sum=(a^b^cin);
assign cout=((a&b)|(b&cin)|(a&cin));
endmodule
module ripplemod(a, b, cin, sum, cout);
input [15:0] a;
input [15:0] b;
input cin;
output [15:0]sum;
output cout;
wire[14:0] c;
fulladd a1(a[0],b[0],cin,sum[0],c[0]);
fulladd aa[15:2](a[14:1],b[14:1],c[13:0],sum[14:1],c[14:1]);
fulladd a16(a[15],b[15],c[14],sum[15],cout);
endmodule
module mux(i0,i1,out,s);
parameter n=16;
input [n-1:0]i0,i1;
input s;
output reg [n-1:0]out;
always@(s)
begin
	out=s?i1:i0;
end
endmodule
module delay(in,out,clk,rst);
parameter n=16;
input [n-1:0]in;
output reg [n-1:0]out;
input clk,rst;
always@(posedge clk)
begin
	out=rst?0:in;
end
endmodule
module mult_16X16(a,b,y
    );
    input [15:0] a, b;
    output  [15:0] y;
    wire    [15:0] ab0 = a & {16{b[0]}};
    wire    [15:0] ab1 = a & {16{b[1]}};
    wire    [15:0] ab2 = a & {16{b[2]}};
    wire    [15:0] ab3 = a & {16{b[3]}};
    wire    [15:0] ab4 = a & {16{b[4]}};
    wire    [15:0] ab5 = a & {16{b[5]}};
    wire    [15:0] ab6 = a & {16{b[6]}};
    wire    [15:0] ab7 = a & {16{b[7]}};
    wire    [15:0] ab8 = a & {16{b[8]}};
    wire    [15:0] ab9 = a & {16{b[9]}};
    wire    [15:0] ab10 = a & {16{b[10]}};
    wire    [15:0] ab11 = a & {16{b[11]}};
    wire    [15:0] ab12 = a & {16{b[12]}};
    wire    [15:0] ab13 = a & {16{b[13]}};
    wire    [15:0] ab14 = a & {16{b[14]}};
    wire    [15:0] ab15 = a & {16{b[15]}};
    assign y = ({16'b1, ~ab0[15], ab0[14:0]}
               +{15'b0, ~ab1[15], ab1[14:0],1'b0}
               +{14'b0, ~ab2[15], ab2[14:0],2'b0}
               +{13'b0, ~ab3[15], ab3[14:0],3'b0}
               +{12'b0, ~ab4[15], ab4[14:0],4'b0}
               +{11'b0, ~ab5[15], ab5[14:0],5'b0}
               +{10'b0, ~ab6[15], ab6[14:0],6'b0}
               +{9'b0,  ~ab7[15], ab7[14:0],7'b0}
                 +{8'b0,~ab8[15], ab8[14:0],8'b0}
                +{7'b0, ~ab9[15], ab9[14:0],9'b0}
               +{6'b0, ~ab10[15], ab10[14:0],10'b0}
               +{5'b0, ~ab11[15], ab11[14:0],11'b0}
                +{4'b0,~ab12[15], ab12[14:0],12'b0}
              + {3'b0, ~ab13[15], ab13[14:0],13'b0}
               +{2'b0, ~ab14[15], ab14[14:0],14'b0}
               + {1'b1, ab15[15],~ab15[14:0],15'b0});
endmodule
</file>
<file path="./run.sh">
#!/bin/bash
# OpenROAD 26Q1-2900-gdf79404cd8, Yosys 0.63+post, stock flow scripts
make -C /OpenROAD-flow-scripts/flow DESIGN_CONFIG=/design/flow/config.mk WORK_HOME=/design/flow/orfs finish
</file>
==> qor.csv <==
stage;metric;value;unit
floorplan;number of I/O pins;67;
yosys;Top area cell types;dfxtp_1 32%, fa_1 22%, nor2b_1 10%;
final_timing;Final WS setup;1.22;ns
clock_network;post_cts resized;0;
global_routing;busiest grt layer;met1;
clock_network;H-tree depth;4;
floorplan;Die Wd;152;microns
final_timing;final setup TNS;0;ns
worst_setup_path;CP top delay family;adder cells;
yosys;cell count listed in synth_stat.txt;819;
pwr;sw frac;24.6;%
global_routing;GR Util met3;5.25;%
run_status;status;finished, final reports clean;
yosys;ys flops;160;
detailed_routing;Starting DRT DRC Count;234;
clock_network;CTS tree;built;
pwr;internal power;1.16;mW
clock_network;clk sinks;160;
worst_setup_path;Reg-to-Reg Start;d1.out[0];
place;# placed instances;1143;
yosys;Netlist cell types;31;
pwr;net switching power;0.379;mW
yosys;Chip Area, Yosys;8970;sq um
final_layout;fin area;10500;sq um
pwr;leakage power;4.30;nW
detailed_routing;n_diodes;0;
worst_hold_path;Hold Path Class;flip-flop to flip-flop;
detailed_routing;DR pass1 iterations;4;
detailed_routing;ANT nets after route;0;
yosys;Max-area cell share;32.1;%
worst_setup_path;CP arrival;8.45;ns
global_routing;met2 GRT Util;26.8;%
global_routing;grt met1 use;27.2;%
pwr;Total Power;1.54;mW
final_timing;fin crit share;87.0;%
flow_run;max cap viols;0;
final_layout;post-route insts no fill;1175;
global_routing;pin count of the biggest net entering global routing;80;
final_timing;RSZ-0062 raised after global routing;false;
worst_setup_path;crit-path max FO;30;
detailed_routing;DR DRC count;0;
clock_network;CTS root buffer;clkbuf_16;
final_timing;minimum clock period;8.18;ns
yosys;synth warn;3;
yosys;Synth Instances;819;
clock_network;clk slew on worst S/H paths;0.07;ns
final_layout;post-layout util;47.8;%
final_layout;P&R area growth vs syn;16.6;%
global_routing;gr usage total;17.6;%
detailed_routing;Vias;5386;
worst_setup_path;CP Class;primary input to flip-flop;
clock_network;CTS Buf Count;17;
pwr;Seq pwr share;47.5;%
pwr;combinational power share;11.4;%
global_routing;vias in the first global route;5505;
final_timing;fmax;0.122;GHz
pwr;Pwr Density;147;nW/um^2
floorplan;Die ar.;23000;sq um
worst_setup_path;most used cell along the critical path;fa_1;
worst_setup_path;critical path launch point;switch;
pwr;peak supply drop;0.144;mV
floorplan;Rows;54;
worst_hold_path;hold path startpoint;d4.out[13];
place;Final Wtd Congestion;0.886;
final_timing;final hold vios;0;
yosys;post-synthesis cell area;8970;sq um
global_routing;Overflow after GRT;0;
final_timing;Slew Viols, Final;0;
floorplan;fp util;41.0;%
yosys;syn avg cell area;11.0;sq um
worst_setup_path;CP endpoint kind;flip-flop;
clock_network;clk latency late pin;0.41;ns
place;Post-Place Cell Area;9910;sq um
final_layout;layout cells sized above 1;10.9;%
worst_setup_path;CP Data Required Time;9.67;ns
place;Final HPWL DP;13.6;mm
final_timing;slew margin rel.;47.8;%
worst_setup_path;startpoint types;primary input;
floorplan;total core area;21900;sq um
detailed_routing;Routed WL per cell;15.0;microns
clock_network;setup repair bufs after CTS;0;
clock_network;Clock Path Buffers;2;
flow_run;Log Warnings;25;
final_timing;Worst Max-Slew Pin Slew;0.783;ns
worst_setup_path;slowest stage cell on the critical path;fa_1;
worst_setup_path;CP max stage delay;0.41;ns
worst_setup_path;worst path buffer plus inverter count;2;
detailed_routing;Post-Route WL;17.6;mm
floorplan;Die H;152;microns
clock_network;hold_buf cts;0;
final_timing;Max Clock Skew;0.0146;ns
detailed_routing;drt via density;4.58;
global_routing;initial antenna violation count;0;
pwr;Clk pwr share;41.1;%
place;Setup WS pre-CTS;0.773;ns
yosys;Synth Seq Share;37.5;%
place;IO Port Bufs;66;
global_routing;first-pass GRT wire length;29.1;mm
final_timing;hold_ws;0.430;ns
worst_setup_path;CP cell instances;buf_4 > buf_4 > mux2_2 > fa_1 > fa_1 > fa_1 > fa_1 > fa_1 > fa_1 > fa_1 > fa_1 > fa_1 > fa_1 > fa_1 > fa_1 > fa_1 > fa_1 > xnor2_1 > nor2_1;
yosys;cell type with the largest total area;dfxtp_1;
final_timing;final setup vio count;0;
-- cells in the mapped netlist (all sizes together) --
| cell type | number |
|---|---|
| o21ai | 7 |
| a21o | 3 |
| or2 | 3 |
| inv | 70 |
| mux2i | 18 |
| xnor3 | 2 |
| a32oi | 5 |
| nand2b | 6 |
| xnor2 | 26 |
| edfxtp | 16 |
| nor2b | 143 |
| ha | 41 |
| mux2 | 51 |
| nor3 | 4 |
| o21bai | 1 |
| xor2 | 8 |
| o21a | 1 |
| or3 | 1 |
| dfxtp | 144 |
| fa | 98 |
| buf | 10 |
| nor2 | 59 |
| nand2 | 69 |
| nand3 | 3 |
| clkbuf | 21 |
| a21oi | 9 |
-- layout by cell type, fill, tap and decap left out, types with 5 or more instances in the layout --
master / n
dfxtp_1: 144
nor2b_1: 143
fa_1: 98
inv_1: 70
nand2_1: 68
clkdlybuf4s50_1: 64
nor2_1: 59
mux2_2: 50
ha_1: 41
xnor2_1: 26
mux2i_1: 18
clkbuf_16: 18
edfxtp_1: 16
buf_4: 11
a21oi_1: 9
xor2_1: 8
o21ai_0: 7
nand2b_1: 6
a32oi_1: 5
-- logic make-up (layout without fill, tap and decap cells) --
kind of cell	count (synthesis)	after routing	share of synthesized area, %
simple gates	288	288	16.4
buf+inv	101	177	4.43
xor+xnor	36	36	3.82
fa+ha+maj	139	139	27.6
flops	160	160	37.5
compound gates	26	26	1.80
mux	69	69	8.45
-- metal layers --
| layer | routed length (microns) | up-vias |
|---|---|---|
| met5 | 0 | - |
| met4 | 116 | 0 |
| met3 | 1100 | 8 |
| met2 | 8180 | 99 |
| met1 | 8250 | 2594 |
| li1 | - | 2685 |
-- sequential cells by signal, summed over array words and instances, names as in the netlist --
name    cells
d1.out     16
d6.out     16
d7.out     16
Yn         16
d5.out     16
d3.out     16
d9.out     16
d2.out     16
d8.out     16
d4.out     16
-- final timing paths --
| kind | end | slack [ns] | cells after the start |
|---|---|---|---|
| min reg2reg | d5.out[13] | 0.43 | 1 |
| min | d5.out[13] | 0.43 | 1 |
| max reg2reg | d1.out[15] | 2.82 | 18 |
| max | d1.out[15] | 1.22 | 19 |
-- area by class of cell --
class,count,area [sq um]
Multi-Input combinational cell,558,5210
Clock buffer,18,450
Clock inverter,14,105
Tap cell,280,350
Timing Repair Buffer,75,723
Inverter,70,263
Fill cell,2003,11400
Sequential cell,160,3360
-- power by group through the flow --
| stage | combinational [mW] | sequential, mW | clock (mW) |
|---|---|---|---|
| 4_1_cts | 0.180 | 0.734 | 0.648 |
| 5_1_grt | 0.198 | 0.736 | 0.685 |
| 6_report | 0.176 | 0.733 | 0.634 |
No activity file was given, so power comes from the tool's default toggle rates.
